==> flow/design.v <==
module systolic_array #(
    parameter N_SIZE = 5 ,
    parameter DATAWIDTH = 16
) (
    input logic clk,rst_n,valid_in,  
    input wire signed [DATAWIDTH-1:0] matrix_a_in [0:N_SIZE-1],  
    input wire signed [DATAWIDTH-1:0] matrix_b_in [0:N_SIZE-1],  
    output logic valid_out,
    output logic signed [2*DATAWIDTH-1:0]matrix_c_out[0:N_SIZE-1]
);
logic [DATAWIDTH-1:0] matrix_a_delayed [0:N_SIZE-1][0:N_SIZE-1];  
logic [DATAWIDTH-1:0] matrix_b_delayed [0:N_SIZE-1][0:N_SIZE-1];  
logic [DATAWIDTH-1:0] a_interconnects [0:N_SIZE-1][0:N_SIZE-1];  
logic [DATAWIDTH-1:0] b_interconnects [0:N_SIZE-1][0:N_SIZE-1];  
logic valid_out_array [N_SIZE-1:0][N_SIZE-1:0];
logic signed [2*DATAWIDTH-1:0] row_c_out [0:N_SIZE-1][0:N_SIZE-1];
genvar row_h, col_h;
genvar row_v, col_v;
generate
    for (row_h = 0; row_h < N_SIZE; row_h++) begin : GEN_ROW_H
        for (col_h = 0; col_h <= row_h; col_h++) begin : GEN_COL_H_A
            if (col_h == 0) begin
                assign matrix_a_delayed[row_h][col_h] = matrix_a_in[row_h];
            end else begin
                D_ff #(.DATAWIDTH(DATAWIDTH)) dff_a (
                    .clk(clk),
                    .rst_n(rst_n),
                    .d_in(matrix_a_delayed[row_h][col_h-1]),
                    .d_out(matrix_a_delayed[row_h][col_h])
                );
            end
        end
    end
endgenerate
generate
    for (col_v = 0; col_v<N_SIZE ; col_v++ ) begin : GEN_COL_v
        for (row_v =0; row_v<=col_v ;row_v++ ) begin : GEN_ROW_V_B
            if (row_v == 0) begin
                assign matrix_b_delayed[col_v][row_v] = matrix_b_in[col_v];
            end else begin
                D_ff #(.DATAWIDTH(DATAWIDTH)) dff_b (
                    .clk(clk),
                    .rst_n(rst_n),
                    .d_in(matrix_b_delayed[col_v][row_v-1]),
                    .d_out(matrix_b_delayed[col_v][row_v]));
            end
        end
    end
endgenerate
generate
    for (genvar row = 0 ; row<N_SIZE ;row++ ) begin :GEN_ROW_ASSIGN
        assign a_interconnects[row][0] = matrix_a_delayed[row][row];
    end
    for (genvar col = 0 ; col<N_SIZE ;col++ ) begin :GEN_COL_ASSIGN
        assign b_interconnects[col][0] = matrix_b_delayed[col][col];
    end
endgenerate
genvar row_PE, col_PE;
generate
    for (row_PE = 0; row_PE<N_SIZE ; row_PE++ ) begin :GEN_PE_R
        for (col_PE = 0; col_PE<N_SIZE ; col_PE++ ) begin :GEN_PE_C
                PE #(
                .N_SIZE(N_SIZE),
                .DATAWIDTH(DATAWIDTH),
                .x_id(row_PE),
                .y_id(col_PE)
                ) pe_inst (
                .clk(clk),
                .rst_n(rst_n),
                .valid_in(valid_in),
                .a_in(a_interconnects[row_PE][col_PE]),
                .b_in(b_interconnects[col_PE][row_PE]),
                .valid_out(valid_out_array[row_PE][col_PE]),
                .a_out_right(a_interconnects[row_PE][col_PE+1]),
                .b_out_down(b_interconnects[col_PE][row_PE+1]),
                .c_out(row_c_out[row_PE][col_PE]));
       end
    end
endgenerate
always_comb begin
    valid_out = 0;
    for (int row = 0; row < N_SIZE; row++) begin
        if (valid_out_array[row][N_SIZE-1]) begin
            valid_out = 1;
        end
    end
end
always_comb begin
    matrix_c_out = '{default:0};
    for (int row = 0; row < N_SIZE; row++) begin
        if (valid_out_array[row][N_SIZE-1]) begin
            for (int col = 0; col < N_SIZE; col++) begin
                matrix_c_out[col] = row_c_out[row][col];
            end
        end
    end
end
endmodule
module PE #(
    parameter N_SIZE = 5,
    parameter DATAWIDTH = 16,
    parameter x_id = 0 ,
    parameter y_id = 0 
) (
    input logic clk,rst_n,valid_in,
    input logic signed [DATAWIDTH-1:0] a_in,b_in,
    output logic valid_out,
    output logic signed [(DATAWIDTH)-1:0]b_out_down,
    output logic signed [(DATAWIDTH)-1:0]a_out_right,
    output logic signed [(2*DATAWIDTH)-1:0]c_out
);
logic [N_SIZE:0] internal_counter;
logic [(2*DATAWIDTH)-1:0] sum;
logic valid_in_flag_holder;
    always @(posedge clk , negedge rst_n)begin
       if (!rst_n) begin
            internal_counter <= 0;
            sum <= 0;
            valid_in_flag_holder <=0;
            c_out<=0;
       end 
       else begin
        valid_out<=0;
        if (valid_in || valid_in_flag_holder) begin
            valid_in_flag_holder<=1;
            if (internal_counter < N_SIZE + x_id + y_id) begin
                internal_counter <= internal_counter + 1; 
                if (internal_counter >= x_id +y_id) begin
                    if (internal_counter == N_SIZE + x_id + y_id - 1) begin
                        valid_out <= 1;
                        valid_in_flag_holder <= 0;
                        internal_counter <= 0;
                        c_out <= sum + (a_in*b_in);
                        sum <= 0;
                    end
                    else begin
                        sum <= sum + (a_in*b_in);
                    end
                    a_out_right <= a_in;
                    b_out_down <= b_in;
                end
            end
            else begin
            end
        end   
       end 
    end
endmodule
module D_ff #(
    parameter DATAWIDTH = 16 
) (
    input logic clk,rst_n,
    input logic [DATAWIDTH-1:0] d_in,
    output logic [DATAWIDTH-1:0] d_out
);
always @(posedge clk , negedge rst_n) begin
    if(!rst_n) d_out <= 0;
    else d_out <= d_in;
end
endmodule
==> flow/run.sh <==
#!/bin/bash
# OpenROAD 26Q1-2900-gdf79404cd8, Yosys 0.63+post, stock flow scripts
make -C /OpenROAD-flow-scripts/flow DESIGN_CONFIG=/design/flow/config.mk WORK_HOME=/design/flow/orfs finish
==> flow/config.mk <==
export PLATFORM = sky130hd
export DESIGN_NAME = systolic_array
export DESIGN_NICKNAME = systolic_array
export VERILOG_FILES = /design/flow/design.v
export SDC_FILE = /design/flow/constraint.sdc
export NUM_CORES = 4
export LEC_CHECK = 1
export CORE_UTILIZATION = 40
export SYNTH_HDL_FRONTEND = slang
==> flow/constraint.sdc <==
current_design systolic_array

set clk_period 21.3
set clk_io_pct 0.2

create_clock -name clk0 -period $clk_period [get_ports {clk}]

set non_clock_inputs [all_inputs -no_clocks]
set_input_delay [expr $clk_period * $clk_io_pct] -clock clk0 $non_clock_inputs
set_output_delay [expr $clk_period * $clk_io_pct] -clock clk0 [all_outputs]
==> impl_metrics.ini <==
; flow metrics
[floorplanning]
die_y_um = 915.7
fp_util = 0.4014
dieArea_mm2 = 0.8385
rows = 335
core-area_mm2 = 0.8320
ios = 324
die_x_um = 915.7

[timing]
fin_ws_ns = 10.81
finalClockPeriodUsage = 0.4924
setup_violations = 0
rsz0062_at_grt = false
relSlewSlack = 0.3172
finalClockSkew_ns = 0.1123
hold_slack_ns = 0.2774
worst_pin_slew_ns = 1.024
fmax_ghz = 0.09535
tns_ns = 0
drv_slew = 0
fin_crit_ns = 10.49
hold_viol_final = 0

[drt]
highest_layer = met5
drc_errors = 0
wl_met1_mm = 367.9
vias = 233800
met2WireLength_mm = 432.7
drtAntennaViolNets = 0
wirelength_mm = 939.8
wl_met3_mm = 86.65
wire_per_inst_um = 20.09
drt_iter0_markers = 11070
drt-vias-per-instance = 4.997
firstDrtPassIters = 6

[synth]
synthFlopType = dfrtp_1
syn_inst = 35330
async_flop_share = 0.7646
ys_warn_count = 0
yosysCellCount = 35330
synth.avg_cell_area_um2 = 9.452
ys_types = 105
ys_ff = 2740
ys_seq_frac = 0.2150
ys_area_mm2 = 0.3340
edf_count = 645
synth_area_mm2 = 0.3340

[final_layout]
final_common_cell = inv_1
layout-drive-gt1-share = 0.05171
area_growth_pct = 9.034
nFillCells = 77800
final-seq-area_mm2 = 0.07179
logic_area_mm2 = 0.2255
final_cell_mix = inv_1 (8,438), fa_1 (5,625), nand2_1 (5,297)

[global_route]
antenna_found_initial = 52
overflow = 0
grt_pass1_wl_mm = 1501
grt_use_total = 0.2470
grt_pass1_vias = 254500
grt_max_degree = 101

[clock_network]
cts_made_buffers = 349
post_cts_buffers = 0
cts_hold_buf = 0
clock_sinks = 2740
cts_root_buf = clkbuf_16
cts_tree = yes
clk_pin_slew_ns = 0.06
cts_buffer_depth = 4
clkLatencyLatePin_ns = 1.06
cts_resized = 0
htree_levels = 5

[place]
io_buffers = 323
gp_congestion = 0.9813
place_ws_ns = 10.09
dp_hpwl_mm = 728.6

[worst_setup_path]
crit_required_ns = 17.04
cp_common_cell = buf_4
r2r-end = GEN_PE_R[2].GEN_PE_C[1].pe_inst.c_out[30]
arrival_ns = 6.23
path_class = reg2out
slowest_stage = buf_4
critical-path-max-stage-delay_ns = 0.65
reg2reg_depth = 20
startpoint_type = flip-flop
r2r-start = GEN_PE_R[1].GEN_PE_C[1].pe_inst.b_out_down[1]
setup.worst_path.start = GEN_PE_R[2].GEN_PE_C[4].pe_inst.valid_out
r2r_slack_ns = 13.94
cp_max_fo = 75
crit_chain = buf_4, buf_4, buf_4, buf_4, buf_4, a21oi_1, nor2_1, a21oi_1, o21ai_0, clkdlybuf4s50_1
end_kind = primary output

[flow_run]
tool_warnings = 54
maxCapViolations = 0

[worst_hold_path]
hp-start = GEN_COL_v[4].GEN_ROW_V_B[1].genblk1.dff_b.d_out[6]
min_to = GEN_COL_v[4].GEN_ROW_V_B[2].genblk1.dff_b.d_out[6]
hold-path-cell-count = 0
hp-class = reg2reg

[outcome]
status = completed
cell type report:
| type | instances | area share |
|---|---|---|
| sequential | 2740 | 0.1972 |
| tap | 11120 | 0.03821 |
| clock buffer | 466 | 0.02747 |
| antenna | 19 | 0.0001306 |
| clock inverter | 183 | 0.006220 |
| multi-input combinational | 22750 | 0.6194 |
| timing repair buffer | 1066 | 0.02439 |
| inverter | 8442 | 0.08704 |
Yosys cell counts (364+ instances only):
cell | n | share of area
a22o_1 | 511 | 0.013
a21oi_1 | 932 | 0.014
fa_1 | 5625 | 0.34
edfxtp_1 | 645 | 0.058
inv_1 | 8439 | 0.095
mux2_2 | 364 | 0.012
and2_1 | 3025 | 0.057
xnor2_1 | 480 | 0.013
dfrtp_1 | 2095 | 0.16
clkbuf_1 | 1359 | 0.015
nand2_1 | 5300 | 0.060
nor2_1 | 752 | 0.0085
a21o_1 | 444 | 0.010
o21ai_0 | 834 | 0.012
ha_1 | 2525 | 0.095
flip-flops by register name, indices dropped and copies added, names as in the netlist:
signal / cells
GEN_PE_R.GEN_PE_C.pe_inst.valid_out: 5
GEN_PE_R.GEN_PE_C.pe_inst.internal_counter: 150
GEN_ROW_H.GEN_COL_H_A.genblk1.dff_a.d_out: 160
GEN_PE_R.GEN_PE_C.pe_inst.sum: 800
GEN_COL_v.GEN_ROW_V_B.genblk1.dff_b.d_out: 160
GEN_PE_R.GEN_PE_C.pe_inst.b_out_down: 320
GEN_PE_R.GEN_PE_C.pe_inst.valid_in_flag_holder: 25
GEN_PE_R.GEN_PE_C.pe_inst.c_out: 800
GEN_PE_R.GEN_PE_C.pe_inst.a_out_right: 320
critical path, delay by kind of cell, from the launching register on:
family,cells,cell delay (ns)
AOI/OAI and AO/OA,3,1.01
buffers and inverters,6,3.25
and+or+nand+nor,1,0.29
DFF,1,0.34
per-stage QoR:
stage,cell area [um^2],util,std cells
2_1_floorplan,334000,-,35330
3_3_place_gp,351800,0.4228,46120
3_5_place_dp,351800,0.4228,46120
4_1_cts,364100,0.4376,46770
5_1_grt,364100,0.4376,46770
6_report,364100,0.4376,46780
kinds of logic after synthesis:
kind of cell               Yosys count  synth area share
and+or+nand+nor                   9806            0.1379
AOI/OAI and AO/OA                 3669           0.07240
DFF                               2740            0.2150
buffers and inverters             9845            0.1107
adders and majority gates         8150            0.4318
muxes                              377           0.01266
xor gates and xnor gates           745           0.01954
worst max path at each step:
stage | to | slack (ns)
4_1_cts | matrix_c_out[151] | 10.79
6_report | matrix_c_out[151] | 10.81
5_1_grt | matrix_c_out[150] | 10.60
layer usage:
layer	GRT usage	vias up
met1	0.3338	117400
met5	0.0006785	-
met2	0.3767	8171
li1	-	106500
met4	0.09984	18
met3	0.09065	1612
